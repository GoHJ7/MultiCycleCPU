File: design/flow/config.mk
export PLATFORM = sky130hd
export DESIGN_NAME = ControlUnit
export DESIGN_NICKNAME = ControlUnit
export VERILOG_FILES = /design/flow/design.v
export SDC_FILE = /design/flow/constraint.sdc
export NUM_CORES = 4
export LEC_CHECK = 1
export CORE_AREA = 10 10 71 71
export DIE_AREA = 0 0 81 81
File: design/flow/constraint.sdc
current_design ControlUnit

set clk_period 1.8
set clk_io_pct 0.2

create_clock -name clk0 -period $clk_period

set non_clock_inputs [all_inputs -no_clocks]
set_input_delay [expr $clk_period * $clk_io_pct] -clock clk0 $non_clock_inputs
set_output_delay [expr $clk_period * $clk_io_pct] -clock clk0 [all_outputs]
File: design/flow/design.v
module ControlUnit(
    Op,   
    ALUsrcA,  
    IorD,  
    IRWrite ,      
    PCsource ,      
    PCWrite ,  
    PCWriteNotCond,    
    ALUSrcB,      
    RegWrite,      
    MemRead,    
    Memwrite,     
    MemtoReg, 
    ALUOp, 
    S3, 
    S2,
    S1,
    S0,
    N3,
    N2,
    N1,
    N0,
    is_halted,
    bcond,
    is_fhalted
   );
    output is_halted, is_fhalted;
    input [6:0] Op;
    input bcond,ALUsrcA,IorD,IRWrite,PCsource,PCWrite,PCWriteNotCond,RegWrite,MemRead,Memwrite,MemtoReg;
    input S3, S2, S1, S0;
    input [1:0] ALUSrcB,ALUOp;
    output reg N3, N2, N1, N0;
    wire [3:0] Ss;
    assign Ss = {S3,S2,S1,S0}; 
    assign is_halted = (Op == 7'b1110011) ? 1 : 0;
    assign is_fhalted = (Ss == 4'b1111) ? 1 : 0;
    assign PCWrite = (Ss == 4'b0110
                        ||Ss == 4'b0111
                        ||Ss == 4'b1000
                        ||Ss == 4'b1010
                        ||Ss == 4'b1011
                        ||Ss == 4'b1100) ? 1 : 0; 
    assign PCWriteNotCond = (Ss == 4'b0101|| Ss == 4'b1110 ) ? 1 : 0; 
    assign IorD = ( Ss == 4'b1001 || Ss == 4'b1010 ) ? 1 : 0; 
    assign MemRead = ( Ss == 4'b0000 || Ss == 4'b1001 ) ? 1 : 0; 
    assign Memwrite = ( Ss == 4'b1010 ) ? 1 : 0; 
    assign IRWrite = ( Ss == 4'b0000 ) ? 1 : 0; 
    assign MemtoReg = ( Ss == 4'b1100 ) ? 1 : 0; 
    assign PCsource = ( Ss == 4'b0101|| Ss == 4'b1110 ) ? 1 : 0; 
    assign ALUSrcB[1] = ( Ss == 4'b0011 || 
                            Ss == 4'b0100 ||
                            Ss == 4'b0110 ||
                            Ss == 4'b0111 ||
                            Ss == 4'b1011 ||
                            Ss == 4'b1101|| Ss == 4'b1110) ? 1 : 0; 
    assign ALUSrcB[0] = ( Ss == 4'b0001 ||
                            Ss == 4'b1000 ||
                            Ss == 4'b1010 ||
                            Ss == 4'b1100|| Ss == 4'b1110) ? 1 : 0; 
    assign ALUOp[1] = ( Ss == 4'b0101|| Ss == 4'b1101|| Ss == 4'b1110) ? 1 : 0; 
    assign ALUOp[0] = ( Ss == 4'b0010|| Ss == 4'b1101) ? 1 : 0; 
    assign ALUsrcA = ( Ss == 4'b0010 ||
                       Ss == 4'b0011 ||
                       Ss == 4'b0100 ||
                       Ss == 4'b0101 ||
                       Ss == 4'b0111 ||
                        Ss == 4'b1101|| Ss == 4'b1110) ? 1 : 0; 
    assign RegWrite = ( Ss == 4'b0110 
                        || Ss == 4'b0111
                        || Ss == 4'b1000
                        || Ss == 4'b1100) ? 1 : 0; 
    always @ (*) begin
        if(Ss == 4'b0000)begin 
            N3 <= 0;
            N2 <= 0;
            N1 <= 0;
            N0 <= 1;
        end
        else if(Ss == 4'b0001)begin 
            if(Op == 7'b0110011)begin 
            N3 <= 0;
            N2 <= 0;
            N1 <= 1;
            N0 <= 0;
            end
            else if(Op == 7'b0000011 )begin 
            N3 <= 0;
            N2 <= 0;
            N1 <= 1;
            N0 <= 1;
            end
            else if(Op == 7'b0010011)begin 
            N3 <= 1;
            N2 <= 1;
            N1 <= 0;
            N0 <= 1;
            end
            else if(Op == 7'b0100011)begin 
            N3 <= 0;
            N2 <= 1;
            N1 <= 0;
            N0 <= 0;
            end
            else if(Op == 7'b1100011)begin 
            N3 <= 0;
            N2 <= 1;
            N1 <= 0;
            N0 <= 1;
            end
            else if(Op == 7'b1101111)begin 
            N3 <= 0;
            N2 <= 1;
            N1 <= 1;
            N0 <= 0;
            end
            else if(Op == 7'b1100111)begin 
            N3 <= 0;
            N2 <= 1;
            N1 <= 1;
            N0 <= 1;
            end
            else if(Op == 7'b1110011)begin 
            N3 <= 1;
            N2 <= 1;
            N1 <= 1;
            N0 <= 0;
            end
            else begin
            end
        end
        else if(Ss == 4'b0010)begin 
            N3 <= 1;
            N2 <= 0;
            N1 <= 0;
            N0 <= 0;
        end
        else if(Ss == 4'b0011)begin 
            N3 <= 1;
            N2 <= 0;
            N1 <= 0;
            N0 <= 1;
        end
        else if(Ss == 4'b0100)begin 
            N3 <= 1;
            N2 <= 0;
            N1 <= 1;
            N0 <= 0;
        end
        else if(Ss == 4'b0101)begin 
            if(bcond)begin
            N3 <= 1;
            N2 <= 0;
            N1 <= 1;
            N0 <= 1;
            end
            else begin
            N3 <= 0;
            N2 <= 0;
            N1 <= 0;
            N0 <= 0;
            end
        end
        else if(Ss == 4'b0110)begin 
            N3 <= 0;
            N2 <= 0;
            N1 <= 0;
            N0 <= 0;
        end
        else if(Ss == 4'b0111)begin 
            N3 <= 0;
            N2 <= 0;
            N1 <= 0;
            N0 <= 0;
        end
        else if(Ss == 4'b1000)begin 
            N3 <= 0;
            N2 <= 0;
            N1 <= 0;
            N0 <= 0;
        end
        else if(Ss == 4'b1001)begin 
            N3 <= 1;
            N2 <= 1;
            N1 <= 0;
            N0 <= 0;
        end
        else if(Ss == 4'b1010)begin 
            N3 <= 0;
            N2 <= 0;
            N1 <= 0;
            N0 <= 0;
        end
        else if(Ss == 4'b1011)begin 
            N3 <= 0;
            N2 <= 0;
            N1 <= 0;
            N0 <= 0;
        end
        else if(Ss == 4'b1100)begin 
            N3 <= 0;
            N2 <= 0;
            N1 <= 0;
            N0 <= 0;
        end
        else if(Ss == 4'b1101)begin 
            N3 <= 1;
            N2 <= 0;
            N1 <= 0;
            N0 <= 0;
        end
        else if(Ss == 4'b1110)begin 
            if(bcond)begin
            N3 <= 1;
            N2 <= 1;
            N1 <= 1;
            N0 <= 1;
            end
            else begin
            N3 <= 0;
            N2 <= 0;
            N1 <= 0;
            N0 <= 0;
            end
        end
        else if(Ss == 4'b1111)begin 
        end
        else begin
        end
    end
endmodule
File: design/flow/run.sh
#!/bin/bash
# OpenROAD 26Q1-2900-gdf79404cd8, Yosys 0.63+post, stock flow scripts
make -C /OpenROAD-flow-scripts/flow DESIGN_CONFIG=/design/flow/config.mk WORK_HOME=/design/flow/orfs finish
==> impl_metrics.csv <==
group,metric,value,unit
logic_synthesis,yosys_cells,57,
routing,drtPass1Iterations,3,
global_route,grt_pass1_wl,1790,um
sta,slew_violations,0,
logic_synthesis,top_area_frac,0.156,
logic_synthesis,ff_type,"dlxtn_1",
power,seqPwrFrac,0.049,
power,combPwrFrac,0.951,
layout,logic_area,312,um^2
power,p_clk_frac,0,
logic_synthesis,synthTopCellsByCount,"8 x nand2_1, 6 x nor2_1, 4 x dlxtn_1",
routing,wl_per_cell,8.75,um
die,die_h,81,um
critical_path,cp.arrival,1.29,ns
flow_run,timing.max_cap.violations,0,
layout,synthToLayoutAreaGrowth,86.0,%
power,internal-power,70.1,uW
critical_path,crit_chain,"dlygate4sd2_1 -> and4_4 -> clkdlybuf4s50_1",
die,fp_util,0.106,
clock_network,cts_hold_buf,0,
critical_path,cp_slowest_cell,"clkdlybuf4s50_1",
routing,via_per_inst,3.61,
global_route,antenna_found_initial,0,
hold_path,hp-class,"in -> out",
power,swShare,0.406,
logic_synthesis,syn-cell-area,385,um^2
sta,rsz0062_at_grt,"no",
routing,antenna-diode-count,0,
sta,period_used_share,0.917,
die,chipWidth,81,um
routing,drt_iter0_markers,44,
die,core_area,3630,um^2
logic_synthesis,synth_cells,57,
critical_path,path_buffers,2,
routing,postRouteAntennaNets,0,
logic_synthesis,async_reset_ff_frac,0,
routing,drc,0,
logic_synthesis,synth-edff-count,0,
placement,io_buffers,18,
global_route,grt_max_degree,12,
layout,seq_area,60.1,um^2
critical_path,cpLargestDelayFamily,"buffers and inverters",
sta,setup_viol,0,
sta,timing.final.ws_setup,0.149,ns
placement,gp_congestion,0.708,
die,chipArea,6560,um^2
global_route,gr-usage-all-layers,0.0315,
placement,dp.cells,133,
layout,instances_no_fill,134,
power,ir_drop,0.0284,mV
critical_path,slowest_delay,0.47,ns
die,rows,22,
sta,untimed_endpoints,8,
critical_path,cp-end-kind,"output port",
global_route,grt_overflow,0,
logic_synthesis,yosys.area.top_type,"dlxtn_1",
logic_synthesis,ys_ff,4,
sta,worst_pin_slew,0.412,ns
layout,fillers,408,
logic_synthesis,ys_chip_area,385,um^2
sta,unclocked_regs,4,
critical_path,critPathRequiredTime,1.44,ns
logic_synthesis,syn_avg_cell_area,6.76,um^2
routing,num_vias,484,
placement,pre_cts_slack,-0.238,ns
power,p_sw,47.9,uW
power,pwr_density_cell,165,nW/um^2
critical_path,cp_max_fo,2,
logic_synthesis,synthDistinctLibCells,31,
critical_path,critPathLaunchType,"input pin",
flow_run,warnings,46,
sta,period_needed,1.65,ns
outcome,outcome,"finished, final reports clean",
routing,drt-total-wl,1170,um
power,p_leak,0.296,nW
global_route,grt_pass1_vias,462,
layout,drive_gt1_frac,0.256,
sta,final_hold_viol_count,0,
critical_path,critical_path_class,"in -> out",
logic_synthesis,ys.warnings.count,1,
sta,whs,1.15,ns
die,pin_count,32,
logic_synthesis,synthMostInstantiatedCell,"nand2_1",
logic_synthesis,area_leaders,"dlxtn_1 16%, nand2_1 7.8%, nor2_1 5.8%",
sta,fmax,606,MHz
sta,finalSetupTns,0,ns
sta,maxSlewHeadroom,0.721,
power,power,118,uW
per-stage QoR:
step | area, um^2 | utilization
after floorplan | 385 | -
after global placement | 712 | 0.196
after detailed placement | 712 | 0.196
after CTS | 716 | 0.197
after global routing | 717 | 0.197
final | 717 | 0.197
logic make-up (layout without fill, tap and decap cells):
kind of cell	count (synthesis)	count (layout)	synth area share
simple gates	33	33	0.497
compound gates	14	14	0.250
buf+inv	4	33	0.0487
latches	4	4	0.156
xor+xnor	1	1	0.0227
mux	1	1	0.0260
metal layers:
layer	vias up	wire, um	GRT usage
met5	-	0	0
met4	0	0	0.00173
met3	0	43	0.00111
met2	5	657	0.0669
met1	213	472	0.0341
li1	266	-	-
layout make-up:
cell class	count	area share
sequential	4	0.0838
timing repair buffer	33	0.398
multi-input combinational	49	0.435
tap	48	0.0838
what timing repair did:
action	4_1_cts	5_1_grt
setup buffers	1	0
resized	6	4
pin swaps	4	3
endpoints found under the setup margin	2	1
hold endpoints to repair	0	0
power by group through the flow:
stage | clock, mW | sequential, mW | combinational (mW)
CTS | 0 | 0.00582 | 0.112
finish | 0 | 0.00580 | 0.112
global route | 0 | 0.00596 | 0.123
state kept, by name, indices dropped and copies added (netlist names):
name / flops
N0: 1
N1: 1
N2: 1
N3: 1
cell usage in the layout (no fill, tap or decap), types with 3 or more instances in the layout:
cell and instances:
buf_4 15, clkdlybuf4s50_1 12, nand2_1 8, nor2_1 5
dlxtn_1 4, dlygate4sd2_1 4, o21ai_0 3, o21ai_1 3
nand3_1 3
final timing paths:
path / startpoint / endpoint / slack [ns] / cells after the start
max: S0 / is_fhalted / 0.15 / 3
min: Op[2] / is_halted / 1.15 / 5
Power and IR drop assume default switching activity.
